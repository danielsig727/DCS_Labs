**design.v**
```verilog
module DEC(input [2:0] S,
	output reg [5:0] OUT);
always @ (S) begin
	OUT = 0;
	OUT[S] = 1;
end
endmodule
module LAB2( 
           input CLK,
           input RST, 
           output [5:0] OUT);
reg [2:0] count;
DEC haha(.S(count), .OUT(OUT));
always @ (posedge CLK or posedge RST) begin
	if(RST)
		count <= 0;
	else
		count <= (count == 5) ? 0 : count + 1;
end
endmodule
```
**run.sh**
```bash
#!/bin/bash
# OpenROAD 26Q1-2900-gdf79404cd8, Yosys 0.63+post, stock flow scripts
make -C /OpenROAD-flow-scripts/flow DESIGN_CONFIG=/design/flow/config.mk WORK_HOME=/design/flow/orfs finish
```
**config.mk**
```make
export PLATFORM = sky130hd
export DESIGN_NAME = LAB2
export DESIGN_NICKNAME = LAB2
export VERILOG_FILES = /design/flow/design.v
export SDC_FILE = /design/flow/constraint.sdc
export NUM_CORES = 4
export LEC_CHECK = 1
export CORE_AREA = 10 10 70 70
export DIE_AREA = 0 0 80 80
```
**constraint.sdc**
```tcl
current_design LAB2

set clk_period 1.7
set clk_io_pct 0.2

create_clock -name clk0 -period $clk_period [get_ports {CLK}]

set non_clock_inputs [all_inputs -no_clocks]
set_input_delay [expr $clk_period * $clk_io_pct] -clock clk0 $non_clock_inputs
set_output_delay [expr $clk_period * $clk_io_pct] -clock clk0 [all_outputs]
```
==> results.ini <==
[cts]
clock_insertion_delay_worst_skew_ps=230
clock_tree_from_tritoncts=done
buffer_levels_on_the_longest_clock_path=2
worst_setup_hold_path_clk_slew_ps=40
numCtsBuffers=3
htree_num_levels=1
clock_sink_total=3
cts_root_buf=clkbuf_4
postCtsHoldBufs=0

[placed_design]
dp_cells=83
io_buffer_count=7
gp_routability_congestion=0.638
hpwl_after_dpl_um=480

[worst_setup_path]
worstSetupPathType=reg -> out
cp_data_arrival_time_ps=1470
kind_of_start_point_of_the_critical_path=register
worstPathMaxFanout=2
setup.worst_path.end_class=output pin
worstPathRequired_ps=1360

[finish]
multi_input_comb_area_um2=206
flop_area_um2=75.1
largest_register=count
n_fill_cell=388
drive_gt1_frac=0.651
finish.cell_count_without_fillers=89
syn2layout_area_growth_pct=96.4
top_regs=count (3)
utilization=0.140
largest_register_ff_count=3

[floorplanning]
core-area_um2=3420
initial_utilization=0.0711
die_w_um=80
number_of_rows_in_the_core_area=21
chip_area_um2=6400
die-height_um=80
boundaryPins=8

[yosys]
synth.yosys.warnings=2
ys_chip_area_um2=243
synth.distinct_cells=15
syn-cell-area_um2=243
postSynthCellCount=25
postSynthAreaPerCell_um2=9.71
synth_stat.cells=25
sequential_to_total_area_share_from_yosys_stat=0.309
synth-seq-cells=3

[status]
status=finished, violations left
violated_checks=setup timing

[timing]
unrepaired_setup_endpoints_after_global_routing=yes
fin_crit_sh=1.06
slew-limit-headroom=0.874
timing.final.hold_violations=0
max_freq_ghz=0.553
period_minus_slack_ps=1810
worst_clock_skew_ps=0.970
finalSetupTns_ps=-127
final_critical_path_setup_slack_ps=-107
worst_slew_pin_slew_ps=187
count_of_final_max_slew_check_failures=0
finalSetupViolCount=2

[drt]
vias=232
drc_errors=0
ant_nets=0
vias_per_cell=2.61
finalWirelength_um=627
diodes=0
route.detailed.wl_per_inst_um=7.04
drt_first_pass_iters=4
drt_iter0_drc=13

[grt]
grt_usage=0.0197
grt_pass1_vias=280
grt.met1_usage=0.0199
antenna_found_initial=0
first_pass_grt_wire_length_um=1080
grt_max_degree=7
grt_remaining_overflow=0
grt_met3_usage=0.00341
routing_usage_on_met2=0.0345
global_route.peak_usage_layer=met2

[run]
log.warning_count=29
maxCapViolations=0

[power]
post-layout-total-power_mw=0.200
power.leakage_nw=0.211
ir_worst_vdd_mv=0.108
power-per-cell-area_nw_per_um2=419

[hold_path]
min-delay-path-class=in -> async

[placed cells by master (no fill, tap or decap), drive strengths merged]
master / n
nor2b: 1
or3b: 1
a211oi: 1
clkdlybuf4s50: 1
dfrtp: 3
nand2b: 3
a21boi: 1
a21oi: 2
nand2: 1
nor4: 1
and2: 2
xnor2: 1
inv: 3
buf: 14
clkbuf: 4
mux2i: 1
ha: 3
[power breakdown]
part           internal [mW]  leakage (nW)  switching (mW)
combinational        0.00216         0.154         0.00157
sequential            0.0718        0.0426               0
clock                 0.0879        0.0150          0.0361
total                  0.162         0.211          0.0377
[cell families after synthesis]
kind of cell / count (synthesis) / synth area share
AOI/OAI and AO/OA: 4 / 0.124
buffers and inverters: 4 / 0.0928
adders and majority gates: 3 / 0.155
muxes: 1 / 0.0412
and+or+nand+nor: 9 / 0.242
xor gates and xnor gates: 1 / 0.0361
DFF: 3 / 0.309
[per-stage QoR]
| stage | hold WS [ps] | setup WS (ps) | instance area (um^2) |
|---|---|---|---|
| finish | 290 | -107 | 477 |
| global route | 305 | -176 | 477 |
| CTS | 303 | -176 | 469 |
| detailed placement | 537 | -270 | 404 |
| global placement | 534 | -261 | 404 |
| floorplan | 93.6 | 136 | 243 |
[layout make-up]
cell class,count,area share
inverters,3,0.0236
multi-input cells,18,0.433
flip-flops and latches,3,0.157
repair buffers,15,0.210
clock buffers,4,0.0551
well taps,46,0.121
[critical path, cell delays in order, from the launching register on]
cell and delay, ps:
dfrtp_1 350, inv_2 60, ha_4 150, or3b_4 380, a211oi_2 180, buf_2 120
[cell usage after synthesis (all sizes together)]
cell,n,area share
a211oi,1,0.052
a21boi,1,0.031
a21oi,2,0.041
and2,2,0.052
buf,1,0.046
dfrtp,3,0.31
ha,3,0.15
inv,3,0.046
mux2i,1,0.041
nand2,1,0.015
nand2b,3,0.077
nor2b,1,0.026
nor4,1,0.026
or3b,1,0.046
xnor2,1,0.036
[worst paths after layout]
path / depth (start not counted) / to / from / slack [ps]
worst min register to register: 1 / count[1] / count[2] / 550
worst max-delay path: 5 / OUT[4] / count[1] / -110
worst min-delay path: 2 / count[1] / RST / 290
max in group asynchronous: 2 / count[0] / RST / 1290
worst max register to register: 7 / count[2] / count[1] / 400
min in group clk0: 1 / count[1] / count[2] / 550
[metal layers]
metal  share of wire  vias up
li1                -      117
met3           0.062        4
met5               0        -
met4           0.081        0
met2            0.50        7
met1            0.36      104
[what timing repair did]
action	CTS	global route
gates resized	29	2
pin swaps	8	6
endpoints found under the setup margin	6	6
buffers inserted	3	2
Power is estimated from default activity; no workload was simulated.
