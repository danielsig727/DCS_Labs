==> /design/flow/design.v <==
module LAB4( 
           CLK,
           INPUT1,
           INPUT2,
           OUT
               );
input CLK;
input [3:0] INPUT1,INPUT2;
output [5:0]OUT;
reg [5:0] OUT;
always @ (posedge CLK)
    OUT<=INPUT1[2:0]+INPUT2[3:0];
endmodule
==> /design/flow/run.sh <==
#!/bin/bash
# OpenROAD 26Q1-2900-gdf79404cd8, Yosys 0.63+post, stock flow scripts
make -C /OpenROAD-flow-scripts/flow DESIGN_CONFIG=/design/flow/config.mk WORK_HOME=/design/flow/orfs finish
==> /design/flow/config.mk <==
export PLATFORM = sky130hd
export DESIGN_NAME = LAB4
export DESIGN_NICKNAME = LAB4
export VERILOG_FILES = /design/flow/design.v
export SDC_FILE = /design/flow/constraint.sdc
export NUM_CORES = 4
export LEC_CHECK = 1
export CORE_AREA = 10 10 70 70
export DIE_AREA = 0 0 80 80
==> /design/flow/constraint.sdc <==
current_design LAB4

set clk_period 2.3
set clk_io_pct 0.2

create_clock -name clk0 -period $clk_period [get_ports {CLK}]

set non_clock_inputs [all_inputs -no_clocks]
set_input_delay [expr $clk_period * $clk_io_pct] -clock clk0 $non_clock_inputs
set_output_delay [expr $clk_period * $clk_io_pct] -clock clk0 [all_outputs]
==> flow_summary.toml <==
# yosys + openroad results
[routing]
number_of_diodes_added_for_antenna_fixing = 0
totalWireLength_um = 579
detail_route.iter0.violations = 0
firstDrtPassIters = 1
routed_via_density = 2.10
wl_per_cell_um = 7.06
postRouteAntennaNets = 0
via_count = 172
detail_route.drc_violations = 0

[synthesis]
mappedNetlistArea_sq_um = 231
post_synth_inst_count = 21
netlist-cell-type-count = 11
synth.yosys.warnings = 1
synth_sequential_area_ratio = 0.432
ys_cells = 21
ys_seq_elements = 5
synth_chip_area_sq_um = 231
avgSynthCellArea_sq_um = 11.0

[critical_path]
endpoint_kind = "flop"
cp_data_arrival_time_ps = 1800
critical_path.top_delay_family = "adder cells"
worst-path-max-fanout = 2
worst_setup_path_start_kind = "input port"
cp_cell_sequence = "clkdlybuf4s50_1 -> ha_1 -> inv_1 -> fa_1 -> nor2b_1 -> o21a_1"
worstPathBufferInverterCount = 2
worst_path_largest_cell_delay_ps = 460
critPathRequiredTime_ps = 2480
worst-setup-path-type = "input port to flop"
critical_path.slowest_cell = "clkdlybuf4s50_1"

[power_and_ir_drop]
report.power.total_uw = 257
static-leakage-power_uw = 0.000175
netSwitchingPower_uw = 51.3
power_switching_share = 0.200
cell_internal_pwr_uw = 205
share_comb_of_total_power = 0.219
share_seq_of_total_power = 0.396
cellPowerDensity_nw_per_um2 = 600
vdd_drop_max_uv = 111
power.share.clock = 0.385

[cells_and_area]
top_reg_by_flops = "OUT"
final_layout_size_suffix_gt1_frac = 0.111
largest_registers = "OUT (5)"
final_common_cell = "clkdlybuf4s50_1"
final_layout_top_logic_cells = "clkdlybuf4s50_1 (12), dfxtp_1 (5), inv_1 (4), ha_1 (3), clkbuf_4 (3)"
largest_register_ffs = 5
area_growth_pct = 84.9
finalCoreUtilization = 0.125

[clocking]
cts-hold-fix-buffers = 0
clkTransAtPathRegs_ps = 40
postCtsSetupBuffers = 0
clock_root_buffer_master = "clkbuf_4"
ctsLongestPathBuffers = 2
clkSinkCount = 5
cts_max_level = 1
cts_tree = "built"
resized_after_cts = 0
tritoncts.num_buffers = 3

[floorplan]
design.portCount = 15
core_rows = 21
chipArea_sq_um = 6400
placeableCoreArea_sq_um = 3420
die_height_um = 80
initial_utilization = 0.0678
die_w_um = 80

[timing]
timing.final.ws_setup_ps = 676
layout_min_cycle_time_ps = 1620
rsz0062_at_grt = "no"
max_freq_ghz = 0.616
final.period_utilization = 0.706
hold_viol_final = 0
fin_setup_tns_ps = 0
setup-violations-final = 0
timing_max_transition_violations_final = 0

[global_route]
grt_pass1_vias = 204
number_of_antenna_violations_at_the_first_check_in_global_routing = 0
grt_util_all_layers = 0.0181
grt_first_pass_wirelength_um = 903
globalRouteOverflowTotal = 0
maximum_number_of_pins_on_one_net_before_global_route_repair = 4

[min_path]
timing.hold.worst.class = "input port to flop"

[placed_design]
detailedPlacementHpwl_um = 525
post-place-ws_ps = 432
place.port_buffers = 12
finalWeightedCongestion = 0.593

[run_status]
run_status = "finished, final reports clean"

[run]
cap_violations = 0
warnings = 26
## power groups by stage
stage                 combinational (uW)  sequential [uW]  clock, uW
after CTS                           58.0              102        105
after global routing                64.3              103        106
final                               56.3              102       98.8
## final timing paths
path	cells after the start	endpoint	slack (ps)	start
worst max-delay path	6	OUT[4]$_DFF_P_	680	INPUT1[0]
worst min-delay path	2	OUT[0]$_DFF_P_	810	INPUT2[0]
## layout make-up
cell class                      count  area (sq um)
Fill cell                         398          2990
Timing Repair Buffer               12           120
Multi-Input combinational cell     11           109
Sequential cell                     5           100
Tap cell                           46          57.6
Clock buffer                        4          26.3
Inverter                            4          15.0
## metrics by stage
step	hold WS (ps)	instances	area, sq um
after CTS	803	82	428
after global routing	810	82	428
after floorplan	559	21	231
after global placement	1050	78	402
final	813	82	428
after detailed placement	1060	78	402
## cell usage after synthesis, drive strengths merged
| cell type | n | area share |
|---|---|---|
| ha | 3 | 0.16 |
| a21oi | 1 | 0.038 |
| dfxtp | 5 | 0.43 |
| fa | 1 | 0.086 |
| nor2b | 1 | 0.027 |
| o21a | 1 | 0.032 |
| xnor2 | 2 | 0.076 |
| buf | 1 | 0.032 |
| a21o | 1 | 0.032 |
| inv | 4 | 0.065 |
| conb | 1 | 0.016 |
## cells by family after synthesis
family                     synth area share
buffers and inverters                0.0973
DFF                                   0.432
AOI/OAI and AO/OA                     0.103
adders and majority gates             0.249
other                                0.0162
xor gates and xnor gates             0.0757
and+or+nand+nor                      0.0270
## routing by layer
layer,GRT usage,vias to the layer above,share of wire,wire (um)
li1,-,92,-,-
met1,0.0160,72,0.35,202
met2,0.0353,6,0.59,340
met3,0.00227,2,0.016,9
met4,0.0141,0,0.047,27
met5,0,-,0,0
Power figures rest on the tool's default switching activity, not on a simulated workload.
